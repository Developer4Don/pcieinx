File: ./run.sh
#!/bin/bash
# OpenROAD 26Q1-2900-gdf79404cd8, Yosys 0.63+post, stock flow scripts
make -C /OpenROAD-flow-scripts/flow DESIGN_CONFIG=/design/flow/config.mk WORK_HOME=/design/flow/orfs finish
File: ./config.mk
export PLATFORM = sky130hd
export DESIGN_NAME = pcie_cq_engine_64_dword
export DESIGN_NICKNAME = pcie_cq_engine_64_dword
export VERILOG_FILES = /design/flow/design.v
export SDC_FILE = /design/flow/constraint.sdc
export NUM_CORES = 4
export LEC_CHECK = 1
export CORE_UTILIZATION = 40
File: ./constraint.sdc
current_design pcie_cq_engine_64_dword

set clk_period 8.5
set clk_io_pct 0.2

create_clock -name clk0 -period $clk_period [get_ports {CLK}]

set non_clock_inputs [all_inputs -no_clocks]
set_input_delay [expr $clk_period * $clk_io_pct] -clock clk0 $non_clock_inputs
set_output_delay [expr $clk_period * $clk_io_pct] -clock clk0 [all_outputs]
File: ./design.v
`timescale 1ns / 1ps
module pcie_cq_engine_64_dword(
  input                               CLK                   ,
  input                               RST_N                 ,
  input      [64-1:0]   M_AXIS_CQ_TDATA       ,
  input                               M_AXIS_CQ_TLAST       ,
  input                               M_AXIS_CQ_TVALID      ,
  input  [88-1:0]   M_AXIS_CQ_TUSER       ,
  input      [64 / 32-1:0]   M_AXIS_CQ_TKEEP       ,
  output                              M_AXIS_CQ_TREADY      ,
  input                       [5:0]   PCIE_CQ_NP_REQ_COUNT  ,
  output                              PCIE_CQ_NO_REQ        ,
  input                               MEM_WR_BUSY           ,
  output     [64-1:0]   MEM_WR_DATA           ,
  output     [32-1:0]   MEM_WR_ADDR           ,
  output     [64 / 8-1:0]   MEM_WR_KEEP           ,
  output                              MEM_WR_VALD           ,
  output                              MEM_WR_ERRO           ,
  output                              MEM_WR_LAST           ,
  output                    [7:0]     st_test             
);
assign st_test = st_current ;
localparam BAR_ID_SELECT = ( 64 == 64 ) ? 48 : 112 ;
reg   rMAxisCqTReady =  1'b1  ; 
reg   [63:0]    rDescHdrQw0       = 64'd0 ;
reg   [63:0]    rDescHdrQw1       = 64'd0 ;
reg   [64-1:0]    rMemWrData        = {64{1'b0}}  ;
reg   [32-1:0]    rMemWrAddr        = {32{1'b0}}  ;
reg   [64 / 8-1:0]    rMemWrKeep        = {64 / 8{1'b0}}  ;
reg                             rMemWrVald        =  1'b0                     ;
reg                             rMemWrErro        =  1'b0                     ;
reg                             rMemWrLast        =  1'b0                     ;
reg                   [10:0]    rWrLenLeft        = 11'd0                     ;
reg                             rMemWrBusy        =  1'b0                     ;
reg                             _rMemWrBusy       =  1'b0                     ;
reg                    [7:0]    st_current  = 8'b00000000                ;
reg                    [7:0]    st_next     = 8'b00000000                ;
wire                            wMAxisCqEn      ;
wire                            wSop            ;
wire                            wRequestType    ;
wire                            wMemWrBusyNeg   ;
assign M_AXIS_CQ_TREADY = rMAxisCqTReady                        ;
assign wMAxisCqEn       = M_AXIS_CQ_TVALID && M_AXIS_CQ_TREADY  ;
assign wSop             = wMAxisCqEn && M_AXIS_CQ_TUSER[40]     ;
assign wRequestType     = rDescHdrQw1[14:11]                    ;
assign wMemWrBusyNeg    = (~rMemWrBusy) && _rMemWrBusy          ;
assign MEM_WR_DATA      = rMemWrData                            ;
assign MEM_WR_ADDR      = rMemWrAddr                            ;
assign MEM_WR_KEEP      = rMemWrKeep                            ;
assign MEM_WR_VALD      = rMemWrVald                            ;
assign MEM_WR_ERRO      = rMemWrErro                            ;
assign MEM_WR_LAST      = rMemWrLast                            ;
always @(posedge CLK) begin
  if ( !RST_N )
    st_current <= 8'b00000000  ;
  else
    st_current <= st_next     ;
end
always @(*) begin
  if ( !RST_N )
    st_next = 8'b00000000  ;
  else begin
    st_next = st_current  ;
    case(st_current)
      8'b00000000: begin
        if ( wSop )
          st_next = 8'b00000010 ;
      end  
      8'b00000010: begin
        if ( wMAxisCqEn )
          case ( M_AXIS_CQ_TDATA[14:11] )  
            4'b0001:
              if ( M_AXIS_CQ_TDATA[10:0] != 11'h000 )
                st_next = 8'b00000011 ;
              else
                st_next = 8'b00000000    ;
            default:
              st_next = 8'b00000000  ;    
          endcase  
      end  
      8'b00000011: begin
        if ( wMAxisCqEn && M_AXIS_CQ_TLAST)
            st_next = 8'b00000001   ;
      end  
      8'b00000001: begin
        case ( wRequestType )
          4'b0001:
            if ( wMemWrBusyNeg )
              st_next = 8'b00000000    ;
            else
              st_next = 8'b00000001   ;
          default:
            st_next = st_next ;
        endcase
      end  
    endcase
  end
end
always @(posedge CLK) begin
  if ( !RST_N )
    rDescHdrQw0 <= 64'd0    ;
  else if ( st_current == 8'b00000000 && wSop )
    rDescHdrQw0 <= M_AXIS_CQ_TDATA  ;
  else
    rDescHdrQw0 <= rDescHdrQw0      ;
end
always @(posedge CLK) begin
  if ( !RST_N )
    rDescHdrQw1 <= 64'd0    ;
  else if ( st_current == 8'b00000010 && wMAxisCqEn )
    rDescHdrQw1 <= M_AXIS_CQ_TDATA  ;
  else
    rDescHdrQw1 <= rDescHdrQw1      ;
end
always @(posedge CLK) begin
  if ( !RST_N )
    rWrLenLeft <= 11'd0   ;
  else if ( st_current == 8'b00000010 && M_AXIS_CQ_TDATA[14:11] == 4'b0001 && wMAxisCqEn )
    rWrLenLeft <= M_AXIS_CQ_TDATA[10:0] ;
  else if ( st_current == 8'b00000011 && rWrLenLeft > 2  && wMAxisCqEn )
    rWrLenLeft <= rWrLenLeft - 2  ;
  else if ( st_current == 8'b00000011 && rWrLenLeft <= 2 && wMAxisCqEn )
    rWrLenLeft <= 11'd0           ;
  else
    rWrLenLeft <= rWrLenLeft      ;
end
always @(posedge CLK) begin
  if ( !RST_N )
    rMemWrData = {64{1'b0}}  ;
  else if ( st_current == 8'b00000011 && wMAxisCqEn )
    rMemWrData = M_AXIS_CQ_TDATA           ;
  else
    rMemWrData = rMemWrData                ;
end
always @(posedge CLK) begin
  if ( !RST_N )
    rMemWrAddr <= {32{1'b0}}  ;
  else if ( st_current == 8'b00000011 && wMAxisCqEn )
    rMemWrAddr <= ( rDescHdrQw0[31:2] + rDescHdrQw1[10:0] - rWrLenLeft )  ;
  else
    rMemWrAddr <= rMemWrAddr    ;
end
always @(posedge CLK) begin
  if ( !RST_N )
    rMemWrKeep <= {64 / 8{1'b0}}  ;
  else if ( st_current == 8'b00000011 && wMAxisCqEn )
    rMemWrKeep <= M_AXIS_CQ_TUSER[15:8]     ;
  else
    rMemWrKeep <= {64 / 8{1'b0}}  ;
end
always @(posedge CLK) begin
  if ( !RST_N )
    rMemWrVald <= 1'b0  ;
  else if ( st_current == 8'b00000011 && wMAxisCqEn )
    rMemWrVald <= 1'b1  ;
  else
    rMemWrVald <= 1'b0  ;
end
always @(posedge CLK) begin
  if ( !RST_N )
    rMemWrErro <= 1'b0  ;
  else if ( st_current == 8'b00000011 && wMAxisCqEn && M_AXIS_CQ_TLAST )
    rMemWrErro <= M_AXIS_CQ_TUSER[41] ;
  else
    rMemWrErro <= 1'b0  ;
end
always @(posedge CLK) begin
  if ( !RST_N )
    rMemWrLast <= 1'b0  ;
  else if ( st_current == 8'b00000011 && wMAxisCqEn && M_AXIS_CQ_TLAST )
    rMemWrLast <= 1'b1  ;
  else
    rMemWrLast <= 1'b0  ;
end
always @(posedge CLK) begin
  if ( !RST_N )
    {_rMemWrBusy, rMemWrBusy} <= 2'b00  ;
  else
    {_rMemWrBusy, rMemWrBusy} <= {rMemWrBusy, MEM_WR_BUSY}  ;
end
endmodule
==> impl_report.txt <==
==== FLOW RESULTS ====
----------------------------------------------------
[Setup path]
  Crit Path Class ........................ primary input to flop
  Minimum setup slack among reg-to-reg paths ........................ 5170 ps
  Slowest stage delay, CP ........................ roughly 600 ps
  Sort of element at the end of the critical path ........................ flop
  Number of cells on the critical path ........................ 6
  Largest fanout on the critical path ........................ 58
  Data required time of the worst path ........................ 8860 ps
  Data arrival time of the critical path ........................ 4340 ps
  End point of the critical path ........................ rMemWrAddr[31]
  Kind of cell adding the most delay to the critical path ........................ buffers and inverters
  Reg2Reg Launch Point ........................ rDescHdrQw0[3]
  Crit Reg-Reg Endpoint ........................ rMemWrAddr[30]
  Worst reg2reg path depth ........................ 11
  Buffer-and-inverter tally for the worst setup path ........................ 2
  Element type at the critical path start ........................ primary input
  Highest-delay cell along the critical path ........................ sky130_fd_sc_hd__and3_4
  Series of cell instances along the critical path ........................ clkdlybuf4s50_1 > and3_4 > buf_4 > nand2_1 > a2111oi_0 > a32o_1
  Worst setup path start ........................ M_AXIS_CQ_TVALID

[Synthesis]
  Post-synth area hogs ........................ sky130_fd_sc_hd__dfxtp_1 (40%), sky130_fd_sc_hd__nand2_1 (12%), sky130_fd_sc_hd__a21oi_1 (9.8%)
  Number of synthesized flops with an enable pin ........................ 0
  Number of cells produced by synthesis ........................ roughly 1100
  Yosys warning tally ........................ 2
  Most numerous cell types in the synthesized netlist ........................ sky130_fd_sc_hd__nand2_1 (268), sky130_fd_sc_hd__dfxtp_1 (164), sky130_fd_sc_hd__a21oi_1 (160)
  Proportion of synthesized flip-flops having asynchronous set or reset ........................ 0
  Register area share after synthesis ........................ 0.404
  Cell total in the yosys stat output ........................ 1058
  Dominant cell by count in the synthesized netlist ........................ sky130_fd_sc_hd__nand2_1
  Most instantiated flip-flop cell in the synthesis netlist ........................ sky130_fd_sc_hd__dfxtp_1
  Cell taking the most area after synthesis ........................ sky130_fd_sc_hd__dfxtp_1
  Total cell area reported by yosys after synthesis ........................ roughly 0.0081 mm²
  Yosys reg bits ........................ 164
  Mean post-synth cell area ........................ 7.69 µm²
  Top-area cell type share of the netlist area ........................ 0.404
  Count of distinct cell types in the synthesized netlist ........................ 71
  Synthesized cell area ........................ 0.00813 mm²

[Run status]
  Status ........................ complete, no violations

[Die]
  Core box area ........................ 0.0197 mm²
  Die H ........................ about 140 µm
  Total die size ........................ 0.0209 mm²
  Ports placed on the boundary ........................ 282
  Effective utilization at floorplan ........................ 0.412
  Die width ........................ 145 µm
  Num rows ........................ around 51

[Pwr]
  Leak pwr ........................ approximately 0.0040 µW
  Peak ir drop on the vdd network ........................ ~0.15 mV
  Power Dens Cells ........................ 178 mW/mm²

[Drt]
  Final wirelength ........................ 21.7 mm
  Length of the first detailed-routing pass in iterations ........................ 5
  Count of antenna diodes in the layout ........................ 0
  Drt first-iter violations ........................ 431
  Number of vias per cell ........................ 4.99
  DRC violation count after routing ........................ 0
  Total number of vias ........................ 7429
  ANT nets after route ........................ 0
  Wire length per cell ........................ 14.6 µm

[GRT]
  Gr usage total ........................ 0.221
  Fraction of met2 tracks used by global routing ........................ 0.317
  Global-route wire length before repair ........................ 35.5 mm
  Met3 GRT Util ........................ 0.0671
  Maximum number of pins on one net before global-route repair ........................ between 60 and 70
  Vias in the first global route ........................ between 6000 and 7000
  Most Crowded Layer GR ........................ met1
  Antenna violations before repair ........................ 0
  Total overflow reported by the global router ........................ 0
  Met1 track demand over resource in global routing ........................ 0.345

[Clocking]
  Root buf cell ........................ sky130_fd_sc_hd__clkbuf_16
  Cells resized by post-CTS repair ........................ 0
  Clock tree from TritonCTS ........................ built
  Number of clock sinks ........................ 164
  Inserted Clock Buffers ........................ 17
  Clock latency on the worst-skew pair ........................ between 400 and 500 ps
  Worst-case clock buffer depth ........................ 2
  Count of hold-fix buffers inserted at cts ........................ 0
  CTS clock-pin slew for the worst setup and hold paths ........................ approximately 60 ps
  H-tree depth ........................ 4
  Buffers inserted by post-CTS timing repair ........................ 0

[Finish]
  Area growth from synthesis to layout ........................ 32.5%
  Final Instance Area ........................ 0.0108 mm²
  Share of layout cells above drive strength 1 ........................ 0.0450
  Post-layout instance count excluding filler cells ........................ between 1000 and 1500

[Job]
  Count of max-cap constraint violations ........................ 0
  Total number of warnings across the stage logs ........................ 112

[Placement]
  Post-detailed-placement half-perimeter wirelength ........................ 15.3 mm
  Post-detailed-placement cell area ........................ a little over 0.01 mm²
  Instance count after placement with tap cells included ........................ 1458
  Count of buffers from port buffering ........................ 187
  Last weighted congestion value of the routability-driven placer ........................ 0.876

[Final timing]
  Largest clock skew in the final design ........................ 9.20 ps
  Relative slew margins ........................ 0.549
  Final number of hold-violating endpoints ........................ 0
  Setup TNS after final layout ........................ 0 ps
  Number of setup violations in the final report ........................ 0
  Final critical-path required period ........................ between 3000 and 4000 ps
  Max-slew violation total from the final report ........................ 0
  Highest Clock Rate ........................ between 200 and 300 MHz
  Slew at the pin closest to its max-slew limit ........................ a little under 700 ps
  Period Utilization, post-route ........................ 0.469
  RSZ-0062 raised after global routing ........................ no

[Worst hold path]
  Hold WC Path Type ........................ flop to flop

----------------------------------------------------
## how the worst min path moves through the flow
| stage | start | endpoint | slack [ps] | cells after the start |
|---|---|---|---|---|
| final | rMemWrBusy | _rMemWrBusy | 440 | 1 |
| after CTS | rMemWrBusy | _rMemWrBusy | 440 | 1 |
| after global routing | rMemWrBusy | _rMemWrBusy | 460 | 1 |
## cell families after synthesis
group / after synthesis / synth area share
adder cells (fa/ha/maj): 44 / 0.0778
buffers and inverters: 146 / 0.0712
other: 2 / 0.000923
flip-flops: 164 / 0.404
XOR/XNOR: 15 / 0.0162
AND/OR/NAND/NOR: 415 / 0.228
multiplexers: 2 / 0.00246
AND-OR/OR-AND: 270 / 0.200
## sequential cells by signal, summed over array words and instances (netlist names), 2 cells and up
name         count
st_current       2
rDescHdrQw1     12
rDescHdrQw0     30
rMemWrKeep       8
rMemWrAddr      32
rWrLenLeft      11
rMemWrData      64
## routing by layer
metal  part of all wire  up-vias
met5                  0        -
li1                   -     3868
met2               0.41      209
met3              0.082       10
met4             0.0077        0
met1               0.50     3342
## metrics by stage
stage / power [µW] / hold slack [ps] / worst slack [ps] / util
CTS: 1940 / 444 / 4500 / 0.547
detailed placement: 1130 / 430 / 4060 / 0.516
global placement: 1130 / 427 / 4030 / 0.516
global route: 2020 / 456 / 4240 / 0.547
finish: 1920 / 442 / 4520 / 0.547
floorplan: 1040 / 417 / 5440 / -
## worst register-to-register path, cell delays in order (launching register included)
cell	delay, ps
sky130_fd_sc_hd__dfxtp_1	340
sky130_fd_sc_hd__inv_1	70
sky130_fd_sc_hd__fa_1	530
sky130_fd_sc_hd__fa_1	440
sky130_fd_sc_hd__nand2b_1	190
sky130_fd_sc_hd__a21oi_1	210
sky130_fd_sc_hd__o31a_2	200
sky130_fd_sc_hd__o22ai_2	140
sky130_fd_sc_hd__nor3b_4	370
sky130_fd_sc_hd__o2111ai_1	230
sky130_fd_sc_hd__and4_1	230
sky130_fd_sc_hd__o31a_1	270
## final cells by class
type                            instances  area [µm²]
Sequential cell                       164        3280
Inverter                               79         299
Clock buffer                           18         429
Clock inverter                         12         180
Timing Repair Buffer                  196        1940
Tap cell                              265         332
Fill cell                            1859        8940
Multi-Input combinational cell        754        4320
## cells in the final DEF, fill, tap and decap left out, drive strengths merged, types with 8 or more instances in the layout
master / n
a211oi: 9
a21o: 11
a21oi: 162
and2: 9
and3: 19
buf: 9
clkbuf: 18
clkdlybuf4s50: 187
conb: 8
dfxtp: 164
fa: 11
ha: 33
inv: 82
nand2: 268
nand2b: 8
nand3: 19
nor2: 33
nor2b: 8
nor3: 16
o21ai: 35
xnor2: 10
## power breakdown
part | switching, µW | internal, µW
clock | 314 | 491
combinational | 182 | 150
sequential | 7.43 | 778
No activity file was given, so power comes from the tool's default toggle rates.
